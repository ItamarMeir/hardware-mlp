$ cat design/flow/design.v
module MLP #(
    parameter int NUM_FEATURES    = 4,
    parameter int FP_TOTAL_BITS   = 16,
    parameter int FP_FRAC_BITS    = 8,
    parameter int NUM_CLASSES     = 3
)(
    input  logic clk,
    input  logic reset,
    input  logic start,
    input  var logic signed [FP_TOTAL_BITS-1:0] x             [NUM_FEATURES],
    input  var logic signed [FP_TOTAL_BITS-1:0] hidden_bias    [NUM_FEATURES],
    input  var logic signed [FP_TOTAL_BITS-1:0] hidden_weights [NUM_FEATURES][NUM_FEATURES],
    input  var logic signed [FP_TOTAL_BITS-1:0] out_bias    [NUM_CLASSES],
    input  var logic signed [FP_TOTAL_BITS-1:0] out_weights [NUM_FEATURES][NUM_CLASSES],
    output logic signed [FP_TOTAL_BITS-1:0] mlp_out [NUM_CLASSES],    
    output logic done
);
    logic signed [FP_TOTAL_BITS-1:0] hidden_out       [NUM_FEATURES];
    logic signed [FP_TOTAL_BITS-1:0] relu_out         [NUM_FEATURES];
    logic signed [FP_TOTAL_BITS-1:0] out_layer_output [NUM_CLASSES];
    logic hidden_done, relu_done;
    layer #(
        .NUM_FEATURES   (NUM_FEATURES),
        .NUM_CLASSES    (NUM_FEATURES),        
        .FP_TOTAL_BITS  (FP_TOTAL_BITS),
        .FP_FRAC_BITS   (FP_FRAC_BITS)
    ) hidden_layer (
        .clk        (clk),
        .reset      (reset),
        .start      (start),
        .x          (x),
        .bias       (hidden_bias),
        .weights    (hidden_weights),
        .layer_out  (hidden_out),
        .done       (hidden_done)
    );
    relu #(
        .NUM_CLASSES   (NUM_FEATURES),         
        .FP_TOTAL_BITS (FP_TOTAL_BITS),
        .FP_FRAC_BITS  (FP_FRAC_BITS)
    ) relu_after_hidden (
        .clk          (clk),
        .reset        (reset),
        .start        (hidden_done),
        .input_vector (hidden_out),
        .relu_out     (relu_out),
        .done         (relu_done)
    );
    layer #(
        .NUM_FEATURES   (NUM_FEATURES),
        .NUM_CLASSES    (NUM_CLASSES),
        .FP_TOTAL_BITS  (FP_TOTAL_BITS),
        .FP_FRAC_BITS   (FP_FRAC_BITS)
    ) out_layer (
        .clk        (clk),
        .reset      (reset),
        .start      (relu_done),
        .x          (relu_out),
        .bias       (out_bias),
        .weights    (out_weights),
        .layer_out  (mlp_out),
        .done       (done)
    );
endmodule
`timescale 1ns/1ps
module layer #(
    parameter int NUM_FEATURES    = 4,
    parameter int FP_TOTAL_BITS   = 16,
    parameter int FP_FRAC_BITS    = 8,
    parameter int NUM_CLASSES     = 3
)(
    input  logic clk, reset, start,
    input  var logic signed [FP_TOTAL_BITS-1:0] x       [NUM_FEATURES],
    input      logic signed [FP_TOTAL_BITS-1:0] bias    [NUM_CLASSES],
    input  var logic signed [FP_TOTAL_BITS-1:0] weights [NUM_FEATURES][NUM_CLASSES],
    output logic signed [FP_TOTAL_BITS-1:0] layer_out [NUM_CLASSES],
    output logic done
);
    wire signed [FP_TOTAL_BITS-1:0] mac_out  [NUM_CLASSES];
    wire        [NUM_CLASSES-1:0]   mac_done;
	always_comb begin
		layer_out <= mac_out;
    	done      <= &mac_done;
	end 
    genvar j;
    generate
        for (j=0; j<NUM_CLASSES; j++) begin : MACS
            logic signed [FP_TOTAL_BITS-1:0] w_col [NUM_FEATURES];
            always_comb
                for (int k=0;k<NUM_FEATURES;k++)
                    w_col[k] = weights[k][j];
            mac #(
                .NUM_FEATURES (NUM_FEATURES),
                .FP_TOTAL_BITS(FP_TOTAL_BITS),
                .FP_FRAC_BITS (FP_FRAC_BITS)
            ) m (
                .clk        (clk),
                .reset      (reset),
                .start      (start),
                .x          (x),
                .bias       (bias[j]),
                .weights    (w_col),
                .mac_output (mac_out[j]),
                .done       (mac_done[j])
            );
        end
    endgenerate
endmodule
`timescale 1ns/1ps
module mac #(
    parameter int NUM_FEATURES  = 4,
    parameter int FP_TOTAL_BITS = 16,
    parameter int FP_FRAC_BITS  = 8
)(
    input  logic                          clk,
    input  logic                          reset,
    input  logic                          start,
    input  var  logic signed [FP_TOTAL_BITS-1:0] x       [NUM_FEATURES],
    input       logic signed [FP_TOTAL_BITS-1:0] bias,
    input  var  logic signed [FP_TOTAL_BITS-1:0] weights [NUM_FEATURES],
    output logic signed [FP_TOTAL_BITS-1:0] mac_output,
    output logic                          done
);
    localparam int PROD_BITS   = 2*FP_TOTAL_BITS;                  
    localparam int ACC_BITS    = PROD_BITS + $clog2(NUM_FEATURES); 
    localparam int ROUND_CONST = 1 << (FP_FRAC_BITS-1);            
    logic signed [PROD_BITS-1:0] mult_r [NUM_FEATURES];  
    logic signed [ACC_BITS-1:0]  sum_r;                  
    typedef enum logic [1:0] {IDLE, MULT, SUM, BIAS} state_t;
    state_t state, next;
    always_ff @(posedge clk or posedge reset)
        if (reset) state <= IDLE;
        else       state <= next;
    always_comb begin
        next = state;
        unique case (state)
            IDLE : if (start) next = MULT;
            MULT :           next = SUM;
            SUM  :           next = BIAS;
            BIAS :           next = IDLE;
        endcase
    end
    always_ff @(posedge clk)
        if (state == MULT)
            for (int k = 0; k < NUM_FEATURES; k++)
                mult_r[k] <= x[k] * weights[k];    
    always_ff @(posedge clk) begin
        if (state == SUM) begin
            automatic logic signed [ACC_BITS-1:0] acc = '0;
            for (int k = 0; k < NUM_FEATURES; k++)
                acc += mult_r[k];
            sum_r <= acc;
        end
    end
    always_ff @(posedge clk) begin
        if (state == BIAS) begin
            logic signed [ACC_BITS-1:0] tmp;
            tmp        = sum_r + (bias <<< FP_FRAC_BITS);
            mac_output <= (tmp + ROUND_CONST) >>> FP_FRAC_BITS;
        end
        if (reset || state == IDLE)
            mac_output <= '0;
    end
    always_ff @(posedge clk) begin
        if (reset) done <= 1'b0;
        else if (state == BIAS)      done <= 1'b1;    
		else done <= 1'b0;
	end
endmodule
module relu #(
    parameter int NUM_FEATURES    = 4,
    parameter int FP_TOTAL_BITS   = 16,
    parameter int FP_FRAC_BITS    = 8,
    parameter int NUM_CLASSES     = 3
)(
    input  logic clk,
    input  logic reset,
    input  logic start,
    input  logic signed [FP_TOTAL_BITS-1:0] input_vector [NUM_CLASSES],
    output logic done,
    output logic signed [FP_TOTAL_BITS-1:0] relu_out [NUM_CLASSES]
);
    int i;
    always_ff @(posedge clk) begin
        if (reset) begin
            for (i = 0; i < NUM_CLASSES; i++)
                relu_out[i] <= '0;
            done <= 1'b0;
        end
        else if (start) begin
            for (i = 0; i < NUM_CLASSES; i++) begin
                if (input_vector[i][FP_TOTAL_BITS-1])      
                    relu_out[i] <= '0;                     
                else
                    relu_out[i] <= input_vector[i];        
            end
            done <= 1'b1;          
        end
        else begin
            done <= 1'b0;          
        end
    end
endmodule
$ cat design/flow/config.mk
export PLATFORM = sky130hd
export DESIGN_NAME = MLP
export DESIGN_NICKNAME = MLP
export VERILOG_FILES = /design/flow/design.v
export SDC_FILE = /design/flow/constraint.sdc
export NUM_CORES = 4
export LEC_CHECK = 1
export CORE_UTILIZATION = 40
export SYNTH_HDL_FRONTEND = slang
$ cat design/flow/constraint.sdc
current_design MLP

set clk_period 11.3
set clk_io_pct 0.2

create_clock -name clk0 -period $clk_period [get_ports {clk}]

set non_clock_inputs [all_inputs -no_clocks]
set_input_delay [expr $clk_period * $clk_io_pct] -clock clk0 $non_clock_inputs
set_output_delay [expr $clk_period * $clk_io_pct] -clock clk0 [all_outputs]
$ cat design/flow/run.sh
#!/bin/bash
# OpenROAD 26Q1-2900-gdf79404cd8, Yosys 0.63+post, stock flow scripts
make -C /OpenROAD-flow-scripts/flow DESIGN_CONFIG=/design/flow/config.mk WORK_HOME=/design/flow/orfs finish
==> impl_metrics.toml <==
# yosys + openroad results
[finish]
fillers = 59500
area_growth_pct = 8.18
drive_gt1_share_pct = 2.90
design_area_sq_um = 273000
fin_util_pct = 43.4

[synthesis]
synthAoiAreaFrac_pct = 3.99
yosys_area_sq_um = 252000
synth_cell_types = 77
synthTopCellsByCount = "inv_1 (6,549), fa_1 (5,258), nand2_1 (3,214)"
syn-instance-count = 26900
ys_cells = 26900
netlist.area_leader.share_pct = 41.7
simple_gate_area_share_pct = 15.1
top_logic_kind = "adder cells"
most_common_cell = "inv_1"
edf_count = 791
ys.flops = 999
area_leaders = "fa_1 (42%), ha_1 (12%), inv_1 (9.7%), edfxtp_1 (9.4%), and2_1 (7.6%)"
syn_area_per_cell_sq_um = 9.39
ff_type = "edfxtp_1"
synthArstFlopShare_pct = 2.80
yosys_warnings = 0
synthAdderAreaFrac_pct = 53.7
top_area_cell = "fa_1"
xor_share_pct = 4.35
ys_sh_mux_pct = 0.325
synth_seq_share_pct = 11.1
netlist_area_sq_um = 252000

[route]
firstDrtPassIters = 6
vias = 172000
routed_via_density = 4.86
routedWlPerCell_um = 20.6
drt-initial-drc-count = 7033
post-route-drc-count = 0
wl_um = 732000
ant_nets = 0

[pwr]
powerDensity_nw_per_um2 = 261
p_leak_uw = 0.132
ir_drop_mv = 1.02

[die]
io_pins = 676
fp_util_pct = 40.2
num_rows = 291
die_y_um = 796
die_area_sq_um = 634000
die_width_um = 796
core_sq_um = 628000

[setup_path]
crit_type = "primary input to register"
cp.required_ps = 11880
arrival_ps = 8990
cp_max_fo = 16
cp-start-kind = "primary input"
cp-end-kind = "register"

[cts]
cts_setup_buffers = 0
cts_buffers = 138
clk_latency_ps = 890
cts.path.max_buffers = 4
cts_tree = "yes"
ctsHoldBuffers = 0
cts_sinks = 999
htreeDepth = 4
path_clk_slew_ps = 60
cts_resized = 0
cts-root-buf = "clkbuf_16"

[hold_path]
hp-class = "register to register"

[placed_design]
portBuffers = 675
dpl_cell_area_sq_um = 268000
gp_congestion = 0.996
dp_hpwl_um = 606000

[global_routing]
antenna_found_initial = 156
gr-total-overflow = 0
grt_max_degree = 63
grt_first_pass_wirelength_um = 1140000
grt_pass1_vias = 187000
grt_usage_pct = 25.5

[sta]
period_needed_ps = 8420
tightest_slew_ps = 971
setup_tns_ps = 0
fin_worst_skew_ps = 52.5
slew_headroom_pct = 34.8
setup_viol = 0
finalClockPeriodUsage_pct = 74.5
drv_slew = 0
rsz0062_at_grt = "false"
hold_viol = 0
fmax_mhz = 119

[flow_run]
tool_warnings = 25
maxCapViolations = 0

[outcome]
status = "completed"
==> critical path, stage by stage <==
cell	delay, ps
clkdlybuf4s50_1	1050
nand2_1	180
fa_1	530
fa_1	520
fa_1	530
inv_1	60
fa_1	500
fa_1	500
inv_1	50
fa_1	490
inv_1	50
ha_1	320
and3_1	190
a2111oi_2	380
o21bai_1	180
a31o_1	270
or4_1	420
a31o_1	240
a21oi_2	150
xnor2_1	110
==> worst paths after layout <==
| path | cells after the start | slack, ps | to | startpoint |
|---|---|---|---|---|
| max | 20 | 2880 | hidden_layer.MACS[2].m.mult_r[3][23]$_DFFE_PP_ | hidden_weights[17] |
| min | 1 | 460 | relu_after_hidden.relu_out[34]$_SDFFE_PP0P_ | hidden_layer.MACS[1].m.mac_output[2]$_SDFFE_PP0P_ |
| max reg2reg | 20 | 4020 | out_layer.MACS[2].m.mult_r[2][23]$_DFFE_PP_ | relu_after_hidden.relu_out[26]$_SDFFE_PP0P_ |
| min reg2reg | 1 | 460 | relu_after_hidden.relu_out[34]$_SDFFE_PP0P_ | hidden_layer.MACS[1].m.mac_output[2]$_SDFFE_PP0P_ |
| max in group asynchronous | 4 | 8790 | out_layer.MACS[1].m.state[2]$_DFF_PP0_ | reset |
| min in group asynchronous | 4 | 2010 | hidden_layer.MACS[1].m.state[2]$_DFF_PP0_ | reset |
==> where the power goes <==
part | internal (uW) | switching [uW]
Sequential | 6590 | 0.000000000000281
Clock | 2770 | 1940
Combinational | 22800 | 37200
Total | 32100 | 39100
==> area by class of cell <==
| type | count | area, sq um | share of cell area [%] |
|---|---|---|---|
| multi-input combinational | 18200 | 195000 | 71.6 |
| sequential | 999 | 28100 | 10.3 |
| inverter | 6551 | 24600 | 9.01 |
| tap | 8350 | 10400 | 3.83 |
| timing repair buffer | 1063 | 9420 | 3.45 |
| clock buffer | 156 | 3620 | 1.33 |
| clock inverter | 92 | 1160 | 0.424 |
| antenna | 69 | 173 | 0.0633 |
==> state kept, by name, summed over array words and instances (netlist names) <==
register,flops
out_layer.MACS.m.done,3
hidden_layer.MACS.m.mult_r,384
hidden_layer.MACS.m.state,16
relu_after_hidden.done,1
hidden_layer.MACS.m.done,4
hidden_layer.MACS.m.sum_r,68
out_layer.MACS.m.state,12
hidden_layer.MACS.m.mac_output,64
out_layer.MACS.m.sum_r,51
relu_after_hidden.relu_out,60
out_layer.MACS.m.mult_r,288
out_layer.MACS.m.mac_output,48
==> per-stage QoR <==
stage | power, uW | setup WS (ps) | instances | hold slack [ps]
CTS | 72600 | 2970 | 35400 | 446
finish | 71300 | 2880 | 35400 | 461
global placement | 67400 | 2020 | 35100 | 448
global route | 78100 | 2350 | 35400 | 458
floorplan | 42300 | 2900 | 26900 | 426
detailed placement | 67500 | 2040 | 35100 | 455
==> per-layer routing <==
metal	up-vias	part of all wire (%)	GRT usage (%)
met2	5517	47	39.6
met3	1000	9.9	10.3
li1	79300	-	-
met4	96	5.0	9.29
met1	86300	38	33.3
met5	-	0.087	0.181
==> kinds of logic (layout without fill, tap and decap cells) <==
logic type	count (synthesis)	after routing
buffers and inverters	7706	7862
adders and majority gates	7662	7662
and+or+nand+nor	7639	7639
AOI/OAI and AO/OA	1524	1524
xor gates and xnor gates	1254	1254
DFF	999	999
muxes	82	82
other	0	69
==> cells in the final DEF (no fill, tap or decap), types with 107 or more instances in the layout <==
master           Yosys  layout
o21a_1             114     114
buf_4                0     386
inv_1             6549    6548
fa_1              5258    5258
nand2_1           3214    3214
nand3_1            107     107
nor3_1             149     149
xnor2_1            948     941
ha_1              2404    2404
o21ai_0            191     191
nand2b_1           177     177
nor2_1             589     588
a21o_1             219     219
xor2_1             306     305
dfxtp_1            180     141
clkbuf_16            0     140
clkdlybuf4s50_1      0     620
edfxtp_1           791     791
a21oi_1            470     470
nor2b_1            139     139
and2_1            3066    3066
Power figures rest on the tool's default switching activity, not on a simulated workload.
